==> ./run.sh <==
#!/bin/bash
# OpenROAD 26Q1-2900-gdf79404cd8, Yosys 0.63+post, stock flow scripts
make -C /OpenROAD-flow-scripts/flow DESIGN_CONFIG=/design/flow/config.mk WORK_HOME=/design/flow/orfs finish
==> ./config.mk <==
export PLATFORM = sky130hd
export DESIGN_NAME = project_ram
export DESIGN_NICKNAME = project_ram
export VERILOG_FILES = /design/flow/design.v
export SDC_FILE = /design/flow/constraint.sdc
export NUM_CORES = 4
export LEC_CHECK = 1
export CORE_UTILIZATION = 50
==> ./constraint.sdc <==
current_design project_ram

set clk_period 22.7
set clk_io_pct 0.2

create_clock -name clk0 -period $clk_period [get_ports {clk}]

set non_clock_inputs [all_inputs -no_clocks]
set_input_delay [expr $clk_period * $clk_io_pct] -clock clk0 $non_clock_inputs
set_output_delay [expr $clk_period * $clk_io_pct] -clock clk0 [all_outputs]
==> ./design.v <==
interface ram_if (clk);
  input clk;
  logic rst_n;
  logic rx_valid;
  logic tx_valid;
  logic [9:0] din;
  logic [7:0] dout;
endinterface 
module project_ram(din, rx_valid, dout, tx_valid, clk, rst_n);
	parameter MEM_DEPTH = 256;
	parameter ADDR_SIZE = 8;
	input rx_valid, clk, rst_n;
	input [9:0] din;
	output reg tx_valid;
	output reg [7:0] dout;
	reg [ADDR_SIZE-1:0] addr_rd, addr_wr;
	reg [7:0] mem [MEM_DEPTH-1:0];
	always @(posedge clk or negedge rst_n) begin
		if (!rst_n) begin
			for (int i = 0 ; i < MEM_DEPTH ; i = i + 1) begin 
				mem [i] <= 0;   
			end
			dout <= 0;      
			tx_valid <= 0;
			addr_rd <= 0;        
			addr_wr <= 0;        
		end
		else if (rx_valid) begin	
			if (din[9:8] == 2'b00) begin
				addr_wr <= din[7:0];
				tx_valid <= 0;
			end
			else if (din[9:8] == 2'b01) begin
				mem [addr_wr] <= din[7:0];
				tx_valid <= 0;
			end
			else if (din[9:8] == 2'b10) begin
				addr_rd <= din[7:0];
				tx_valid <= 0;
			end
			else if (din[9:8] == 2'b11) begin
				dout <= mem[addr_rd];
				tx_valid <= 1;
			end
			else begin
				dout <= 0;
				tx_valid <= 0;
			end
		end 
	end
endmodule
==> flow_summary.toml <==
# flow metrics
[cts]
hold_buffers = 0
cts_tree = "yes"
clk_pin_slew_ps = 60
htreeDepth = 4
cts_root_buf = "clkbuf_16"
cts.sinks = 2073
insertion_delay_ps = 930
postCtsSetupBuffers = 0
cts_made_buffers = 216
clock_tree.buffer_depth = 3
cts_resized = 0

[sta]
slew_headroom_pct = -3.613
worstMarginPinSlew_ps = 1554
fin_worst_skew_ps = 45.21
tns_ps = 0
hold_ws_ps = 484.6
finalCritPeriodShare_pct = 36.35
fmaxAchievable_ghz = 0.1212
finalCriticalPeriod_ps = 8251
finalHoldViolCount = 0
timing.final.ws_setup_ps = 14450
rsz0062_at_grt = "false"
setup_viol = 0
finalMaxSlewViolations = 6

[floorplanning]
io_pins = 22
dieArea_um2 = 186200
row_count = 157
fp-utilization_pct = 50.34
die_width_um = 431.6
chipHeight_um = 431.6
core_um2 = 183300

[worst_hold_path]
hold_class = "register to register"
hold_path_startpoint = "dout[6]$_DFFE_PN0P_"
min_to = "dout[6]$_DFFE_PN0P_"
holdPathStages = 2

[logic_synthesis]
mappedNetlistArea_um2 = 92260
numSynthFlops = 2073
synthCells = 6979
yosys_warnings = 2
ys_async_sr_fraction_pct = 100.0
ys_seq_share_pct = 56.22
ff_type = "dfrtp_1"
synth_area_per_cell_um2 = 13.22
ys_types = 68
ys_cells = 6979
ys_area_um2 = 92260
edf_count = 0

[layout]
layout_top_cells = "dfrtp_1 (2068), mux2_2 (2064), buf_4 (628)"
ff_latch_area_um2 = 51880
logic_area_um2 = 38590
fin_util_pct = 58.00
drive_gt1_share_pct = 42.25
layout_top_cell = "dfrtp_1"
area_growth_pct = 15.21
fillerInstances = 14450

[critical_path]
worstPathArrival_ps = 9240
cpMostUsedCell = "buf_4"
r2r-end = "dout[3]$_DFFE_PN0P_"
reg2reg_depth = 12
worstPathMaxFanout = 133
crit_buf_inv = 7
regToRegStartpoint = "addr_rd[4]$_DFFE_PN0P_"
endpoint_kind = "asynchronous set/reset pin"
path_delay_family = "buffers and inverters"
path_cells = "buf_16 -> buf_4 -> buf_4 -> buf_4 -> buf_4 -> buf_4 -> buf_4"
crit_path_start_kind = "input port"
cpMaxStageDelayCell = "buf_4"
slowest_delay_ps = 740
r2r_setup_slack_ps = 16030
critPathKind = "input port to asynchronous set/reset pin"
cp.required_ps = 23690

[drt]
drt_iter0_drc = 8616
ant_nets = 0
num_vias = 74740
drc = 0
drt_wl_total_um = 532500
vias_per_cell = 7.453
first_pass_iters = 9
wl_per_cell_um = 53.10

[grt]
grt_usage_pct = 60.83
grt_pass1_wl_um = 694900
grt_antenna_before_repair = 63
grt_remaining_overflow = 0
grt_max_degree = 134
grt_pass1_vias = 72290

[power]
leakage_nw = 50.48
p_per_area_nw_per_um2 = 81.72
peakVddDrop_uv = 83.21

[job]
warnings = 54
max_cap_viol_count = 1

[placement]
dp_hpwl_um = 369500
io_buffer_count = 21
dp_slack_ps = 13470
gp_congestion = 1.174

[outcome]
outcome = "finished, violations left"
violations = "max-capacitance violations, max-slew violations"
==> worst min-delay path, delay by kind of cell, from the launching register on <==
kind | cells | cell delay (ps)
AND-OR/OR-AND | 1 | 60
AND/OR/NAND/NOR | 1 | 50
flip-flops | 1 | 340
==> final cells by class <==
type                            count  area share (%)
Timing Repair Buffer              659           4.867
Inverter                            4         0.01413
Tap cell                         2464           2.900
Clock buffer                      329           6.032
Clock inverter                     74          0.9123
Antenna cell                       68          0.1601
Multi-Input combinational cell   4357           36.30
Sequential cell                  2073           48.81
==> cell usage after synthesis, types with 5 or more instances <==
cell type,n,area [um2]
o221ai_1,5,43.79
o211ai_1,15,112.6
and3_1,14,87.58
a32oi_1,123,1077
o21ai_1,7,35.03
nand4_1,73,456.7
a22o_1,90,788.3
mux2_2,2064,23240
o21ai_0,42,210.2
a21oi_1,58,290.3
nor2_1,309,1160
a22oi_1,602,4519
o22a_1,7,61.31
nor2b_1,13,81.33
nand4b_1,8,70.07
nor4_1,67,419.2
buf_1,30,112.6
nor4b_1,8,70.07
nor3_1,51,255.2
nand4bb_1,8,90.09
or4_1,19,142.6
a222oi_1,72,720.7
or4b_2,7,70.07
buf_4,11,82.58
dfrtp_1,2073,51870
buf_2,99,495.5
nand3_1,78,390.4
and4_1,6,52.55
o22ai_1,176,1101
a32o_1,10,100.1
a221oi_1,69,604.3
nand2_1,259,972.2
buf_6,11,123.9
and4b_1,8,80.08
nand2b_1,13,81.33
nor4bb_1,12,120.1
clkbuf_1,394,1479
a31oi_1,9,56.30
==> worst max path at each step <==
| stage | from | end | slack (ps) | depth (start not counted) |
|---|---|---|---|---|
| 6_report | rst_n | mem[10][1]$_DFFE_PN0P_ | 14450 | 7 |
| 5_1_grt | rst_n | mem[83][6]$_DFFE_PN0P_ | 13890 | 7 |
| 4_1_cts | rst_n | mem[189][1]$_DFFE_PN0P_ | 14420 | 7 |
==> flip-flops by register name, summed over array words and instances (netlist names) <==
register  cells
tx_valid      1
dout          8
addr_wr       8
addr_rd       8
mem        2048
==> metrics by stage <==
step	area (um2)	instances	power, W
finish	106300	10030	0.008686
global route	106200	9983	0.008812
CTS	106100	9959	0.008605
detailed placement	98730	9556	0.004952
global placement	98720	9555	0.004941
floorplan	92260	6979	0.004339
==> routing by layer <==
layer	track usage, %	vias up	part of all wire [%]	wire (um)
met5	14.86	-	0.58	3066
met4	52.71	79	12	61930
met3	46.63	2213	18	97500
met2	73.48	6566	38	202600
met1	67.61	38500	31	167400
li1	-	27380	-	-
==> report_power, final <==
part,internal [W],switching [W],total [W]
Combinational,0.000226,0.000850,0.00108
Sequential,0.00381,0.0000903,0.00390
Clock,0.00212,0.00159,0.00371
==> kinds of logic after synthesis <==
| kind of cell | share of synthesized area, % |
|---|---|
| flops | 56.22 |
| mux | 25.21 |
| compound gates | 10.71 |
| simple gates | 5.251 |
| buf+inv | 2.502 |
| xor+xnor | 0.04747 |
| fa+ha+maj | 0.05425 |
No activity file was given, so power comes from the tool's default toggle rates.
